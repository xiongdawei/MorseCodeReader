**flow/design.v**
```verilog
module BCDToLED(
    input  [3:0] in,   
    output [6:0] seg,  
    output [3:0] an    
);
assign w = in[3];
assign x = in[2];
assign y = in[1];
assign z = in[0];
assign seg[0] = (~w & ~x & ~y & z) | (x & ~y & ~z);                  
assign seg[1] = (x & ~y & z) | (x & y & ~z);                         
assign seg[2] = ~x & y & ~z;                                         
assign seg[3] = (~w & ~x & ~y & z) | (x & ~y & ~z) | (x & y & z);    
assign seg[4] = z |(x & ~y);                                         
assign seg[5] = (y & z) | (~w & ~x & z) | (~w & ~x & y);             
assign seg[6] = (~w & ~x & ~y) | (x & y & z);                        
assign an[0] = 0;
assign an[1] = 1;
assign an[2] = 1;
assign an[3] = 0;
endmodule
module decoder(
    input      [1:0] sw,
    input            clk,
    input      	  reset,
    output reg [4:0] morse
);
reg [1:0] prev_sw;
reg [4:0] temp_morse;
integer i = 5;
always @(posedge clk) begin
    if(sw[0] != prev_sw[0]) begin
        temp_morse[i] = 1'b0;
        i = i - 1;
        prev_sw = sw;
    end
    if(sw[1] != prev_sw[1]) begin
        temp_morse[i] = 1'b1;
        i = i - 1;
        prev_sw = sw;
    end
    if(i == 0) begin
        morse = temp_morse;
        i = 5;
    end
end
endmodule
module MorseCodeReader(
    input  [1:0] sw,    
    input        btnC,  
    input        clk,   
    output [6:0] seg,   
    output [3:0] an    
);
wire [4:0] morse;
wire [1:0] prev_state;
parameter ONE   = 5'b01111;
parameter TWO   = 5'b00111;
parameter THREE = 5'b00011;
parameter FOUR  = 5'b00001;
parameter FIVE  = 5'b00000;
parameter SIX   = 5'b10000;
parameter SEVEN = 5'b11000;
parameter EIGHT = 5'b11100;
parameter NINE  = 5'b11110;
parameter ZERO  = 5'b11111;
decoder morseDecoder(sw, clk, btnc, morse);
wire [3:0] number;
assign state_one    = morse == ONE;   
assign state_two    = morse == TWO;
assign state_three  = morse == THREE;
assign state_four   = morse == FOUR;
assign state_five   = morse == FIVE;
assign state_six    = morse == SIX;
assign state_seven  = morse == SEVEN;
assign state_eight  = morse == EIGHT;
assign state_nine   = morse == NINE;
assign state_zero   = morse ==  ZERO;
assign state_undefined = ~(state_one + state_two + state_three + state_four + state_five + state_six + state_seven + state_eight + state_nine + state_zero);
assign number[3] = state_eight + state_nine + state_undefined ;
assign number[2] = state_four + state_five + state_six + state_seven + state_undefined;
assign number[1] = state_two + state_three + state_six + state_seven + state_undefined;
assign number[0] = state_one + state_three + state_five + state_seven + state_nine;
assign an = 4'b1110;
BCDToLED bcdConverter(number, seg, );
endmodule
```
**flow/run.sh**
```bash
#!/bin/bash
# OpenROAD 26Q1-2900-gdf79404cd8, Yosys 0.63+post, stock flow scripts
make -C /OpenROAD-flow-scripts/flow DESIGN_CONFIG=/design/flow/config.mk WORK_HOME=/design/flow/orfs finish
```
**flow/config.mk**
```make
export PLATFORM = sky130hd
export DESIGN_NAME = MorseCodeReader
export DESIGN_NICKNAME = MorseCodeReader
export VERILOG_FILES = /design/flow/design.v
export SDC_FILE = /design/flow/constraint.sdc
export NUM_CORES = 4
export LEC_CHECK = 1
export CORE_UTILIZATION = 40
```
**flow/constraint.sdc**
```tcl
current_design MorseCodeReader

set clk_period 16.2
set clk_io_pct 0.2

create_clock -name clk0 -period $clk_period [get_ports {clk}]

set non_clock_inputs [all_inputs -no_clocks]
set_input_delay [expr $clk_period * $clk_io_pct] -clock clk0 $non_clock_inputs
set_output_delay [expr $clk_period * $clk_io_pct] -clock clk0 [all_outputs]
```
==> impl_metrics.csv <==
group,metric,value,unit
timing,slew_headroom,39.2,%
clock_tree,cts_setup_buffers,0,
timing,clock_skew,0.00544,ns
floorplan,ios,15,
timing,hold_violations,0,
finish,drive_gt1_share,6.25,%
logic_synthesis,yosysTopAreaCell,"dfxtp_1",
power_and_ir_drop,p_leak,1.70,nW
timing,drv_slew,0,
placed_design,place_area,0.00509,mm2
grt,grt_use_total,23.4,%
logic_synthesis,synthCells,667,
timing,timing.final.ws_setup,7.58,ns
placed_design,gp_congestion,0.943,
logic_synthesis,syn_area,0.00497,mm2
grt,grt_pass1_vias,4464,
power_and_ir_drop,clockPowerShare,10.5,%
route,antenna_cells,0,
power_and_ir_drop,p_switching,0.632,mW
timing,finalSetupViolCount,0,
placed_design,place_inst,800,
finish,fin_cells,808,
clock_tree,cts_made_buffers,5,
clock_tree,clk_pin_slew_worst_paths,0.06,ns
floorplan,initCoreUtil,41.2,%
timing,worst_hold_slack,0.464,ns
logic_synthesis,top_area_share,15.3,%
critical_path,reg2reg_setup_slack,10.61,ns
timing,fin_tns_setup,0,ns
route,drc,0,
placed_design,port_buffers,9,
route,vias,4836,
clock_tree,cts-resized-gates,0,
route,wl_per_cell,17.6,um
grt,antenna_found_initial,0,
clock_tree,h-tree-depth,2,
logic_synthesis,yosys-top-cells-area,"dfxtp_1 15%, xnor2_1 12%, xor2_1 7.4%",
logic_synthesis,yosys_most_used_dff,"dfxtp_1",
power_and_ir_drop,power.share.sequential,22.7,%
logic_synthesis,synth.most_common_cell,"xnor2_1",
flow_run,cap_violations,0,
critical_path,startpoint_type,"primary input",
floorplan,core,0.0121,mm2
floorplan,die_height,113,um
route,avgViaCountPerCell,5.99,
timing,tightest_slew,0.909,ns
logic_synthesis,async_flop_share,0,%
grt,grt_max_degree,18,
logic_synthesis,ys_warn_count,17,
floorplan,dieArea,0.0129,mm2
clock_tree,cts.sinks,44,
clock_tree,cts_hold_buf,0,
power_and_ir_drop,p_total,1.13,mW
timing,period_minus_slack,8.62,ns
logic_synthesis,ys_area,0.00497,mm2
finish,post-route-util,43.6,%
logic_synthesis,edf_count,6,
clock_tree,clk-insertion-delay-late,0.29,ns
power_and_ir_drop,p_int,0.499,mW
grt,grt_pass1_wl,23.4,mm
finish,area_delta_synth_final,5.76,%
route,first_iter_violations,361,
logic_synthesis,syn_avg_cell_area,7.45,um2
floorplan,fp.dieW,113,um
route,wl,14.3,mm
min_path,hp-class,"register to register",
power_and_ir_drop,switching_share,55.9,%
critical_path,required,16.12,ns
timing,fmax,116,MHz
timing,rsz0062_at_grt,"false",
route,drtAntennaViolNets,0,
clock_tree,clk_path_buf_depth,2,
critical_path,path_class,"primary input to register",
logic_synthesis,ys_cells,667,
flow_run,warning_count,28,
floorplan,rows,40,
power_and_ir_drop,p_per_area,215,mW/mm2
power_and_ir_drop,combPwrFrac,66.8,%
logic_synthesis,yosysUniqueCellTypes,74,
timing,fin_crit_sh,53.2,%
outcome,outcome,"finished, final reports clean",
finish,final_area,0.00526,mm2
critical_path,cp.arrival,8.54,ns
placed_design,hpwlAfterDp,11.0,mm
critical_path,cp_max_fo,14,
power_and_ir_drop,peakVddDrop,128,uV
placed_design,dp_slack,7.27,ns
grt,overflow,0,
logic_synthesis,numSynthFlops,44,
clock_tree,root_buffer,"clkbuf_16",
route,firstDrtPassIters,5,
logic_synthesis,common_cells,"70 x xnor2_1, 55 x nor2_1, 51 x nand2_1",
clock_tree,cts_tree,"done",
critical_path,cp-end-kind,"register",
logic_synthesis,ys_seq_share,18.9,%
## flip-flops by register name, indices dropped and copies added, names as in the netlist
signal	flops
morseDecoder.i	32
morseDecoder.morse	5
morseDecoder.temp_morse	5
morseDecoder.prev_sw	2
## layout by cell type (no fill, tap or decap), drive strengths merged, types with 7 or more instances in the layout
cell type,Yosys,routed
clkdlybuf4s50,0,9
nor3,42,42
or4,14,14
or3,12,12
inv,10,11
a31oi,9,9
or2,8,8
nand2,51,51
dfxtp,38,38
o21ai,18,18
nand3,33,33
o31ai,9,9
nand4,23,23
xnor2,70,70
nor4,42,42
a21oi,19,19
and3,7,7
nand2b,9,9
nor2,55,55
xor2,42,42
## critical path, stage by stage
cell,delay (ns)
clkdlybuf4s50_1,0.42
ha_1,0.62
mux2_2,0.41
ha_1,0.58
inv_1,0.34
nor3_1,0.57
and4_1,0.43
nand4_1,0.24
nor2_1,0.32
xnor2_1,0.12
nor4_1,0.39
nand3b_1,0.14
nor4_2,0.70
## per-layer routing
| metal | wire length [um] | vias up | GRT usage (%) | part of all wire (%) |
|---|---|---|---|---|
| met1 | 7060 | 2262 | 35.4 | 50 |
| met3 | 571 | 33 | 2.98 | 4.0 |
| met5 | 0 | - | 0 | 0 |
| li1 | - | 2408 | - | - |
| met4 | 461 | 0 | 7.37 | 3.2 |
| met2 | 6170 | 133 | 35.0 | 43 |
## power groups by stage
stage	Clock (mW)	Combinational, mW	Sequential, mW
final	0.119	0.756	0.257
after global routing	0.127	0.839	0.268
after CTS	0.121	0.745	0.254
## cells by family after synthesis
group                      count (synthesis)  synth area share, %
other                                      2                0.151
xor gates and xnor gates                 112                 19.7
muxes                                      8                 1.71
AOI/OAI and AO/OA                         99                 14.0
and+or+nand+nor                          334                 38.4
adders and majority gates                  6                 1.51
DFF                                       44                 18.9
buffers and inverters                     62                 5.54
## final timing paths
path,start,to,cells past startpoint
worst max register to register,morseDecoder.prev_sw[0],morseDecoder.morse[4],13
worst max-delay path,sw[0],morseDecoder.morse[4],13
worst min register to register,morseDecoder.temp_morse[0],morseDecoder.temp_morse[0],2
worst min-delay path,morseDecoder.temp_morse[0],morseDecoder.temp_morse[0],2
## final cells by class
cell class / count / area [um2]
clock buffers: 5 / 125
clock inverters: 3 / 46.3
fillers: 1192 / 6800
inverters: 10 / 37.5
multi-input cells: 563 / 3760
flip-flops and latches: 44 / 941
well taps: 168 / 210
repair buffers: 15 / 135
Power and IR drop assume default switching activity.
