==> flow/config.mk <==
export PLATFORM = sky130hd
export DESIGN_NAME = DisplayRotator
export DESIGN_NICKNAME = DisplayRotator
export VERILOG_FILES = /design/flow/design.v
export SDC_FILE = /design/flow/constraint.sdc
export NUM_CORES = 4
export LEC_CHECK = 1
export CORE_AREA = 10 10 85 85
export DIE_AREA = 0 0 95 95
==> flow/constraint.sdc <==
current_design DisplayRotator

set clk_period 2.0
set clk_io_pct 0.2

create_clock -name clk0 -period $clk_period [get_ports {clk}]

set non_clock_inputs [all_inputs -no_clocks]
set_input_delay [expr $clk_period * $clk_io_pct] -clock clk0 $non_clock_inputs
set_output_delay [expr $clk_period * $clk_io_pct] -clock clk0 [all_outputs]
==> flow/design.v <==
module DisplayRotator(
    input            clk,
    input            showUpperBits,  
    input      [3:0] digit0,
    input      [3:0] digit1,
    input      [3:0] digit2,
    input      [3:0] digit3,
    input      [3:0] digit4,
    input      [3:0] digit5,
    output reg [3:0] an,
    output reg       dpEnable,
    output reg [3:0] digitToDisplay
);
reg [12:0] counter = 13'b0;
always @(posedge clk) begin
  counter <= counter + 1;
end
always @(*) begin
  case(counter[12:11])
    2'b00: begin
      an <= 4'b1110;
      digitToDisplay <= digit0;
      dpEnable <= (showUpperBits ? 1'b0 : 1'b1);
    end
    2'b01: begin
      an <= 4'b1101;
      digitToDisplay <= digit1;
      dpEnable <= 1'b1;
    end
    2'b10: begin
      an <= 4'b1011;
      digitToDisplay <= digit2;
      dpEnable <= (showUpperBits ? 1'b1 : 1'b0);
    end
    2'b11: begin
      an <= 4'b0111;
      digitToDisplay <= digit3;
      dpEnable <= 1'b1;
    end
  endcase
end
endmodule
==> flow/run.sh <==
#!/bin/bash
# OpenROAD 26Q1-2900-gdf79404cd8, Yosys 0.63+post, stock flow scripts
make -C /OpenROAD-flow-scripts/flow DESIGN_CONFIG=/design/flow/config.mk WORK_HOME=/design/flow/orfs finish
==> flow_metrics.tcl <==
# implementation run metrics
set metrics [dict create \
    outcome "finished clean" \
    cts_resized 5 \
    via_per_inst 3.12 \
    warnings 33 \
    yosysUniqueCellTypes 16 \
    fmax_ghz 0.523 \
    yosys_cells 52 \
    largest_register_ffs 13 \
    place.gp.congestion 0.679 \
    finalWirelength_mm 1.37 \
    path_delay_family "buffers and inverters" \
    ir_drop_v 0.000440 \
    clock-root-buffer "clkbuf_8" \
    initialDrtViolationCount 29 \
    numCtsBuffers 3 \
    fp-utilization_pct 11.0 \
    cts_num_sinks 13 \
    critical_path_buf_inv_count 2 \
    startpoint_type "primary input" \
    rrSetupSlack_ns 0.79 \
    cts_setup_buffers 0 \
    synth_warnings 1 \
    dp_hpwl_mm 1.14 \
    timing.final.max_slew_violations 0 \
    r2r_end "counter[8]" \
    finalHoldViolCount 0 \
    p_leak_nw 0.321 \
    grt_pass1_wl_mm 2.13 \
    crit_path_cell_trace "clkdlybuf4s50_1 > mux4_2 > dlygate4sd2_1" \
    post-route-period-util_pct 95.6 \
    grt_setup_unrepaired "no" \
    cap_violations 0 \
    period_minus_slack_ns 1.91 \
    power_switching_uw 90.1 \
    cts_max_path_buffers 2 \
    arrival_ns 1.51 \
    critical_path_class "primary input to primary output" \
    via_count 480 \
    ys.flops 13 \
    ant_nets 0 \
    ys_seq_share_pct 43.1 \
    dieArea_um2 9030 \
    r2r_start "counter[0]" \
    dieHeight_um 95 \
    top_regs "counter (13)" \
    min_path_type "flop to flop" \
    io_pins 35 \
    insertedDiodeCount 0 \
    swShare_pct 17.0 \
    hold-worst-slack_ns 0.415 \
    yosysChipArea_um2 604 \
    cts.clk_slew.worst_paths_ns 0.05 \
    ctsHoldBuffers 0 \
    drt-pass1-iter-count 3 \
    row_count 27 \
    track_usage_pct 2.82 \
    port_buffers 26 \
    tritoncts "yes" \
    cp_max_fo 1 \
    worstSkewPairLatency_ns 0.23 \
    coreArea_um2 5470 \
    finalSetupViolCount 0 \
    syn_to_final_growth_pct 64.6 \
    post-route-drc-count 0 \
    slowest_delay_ns 0.46 \
    holdPathStages 1 \
    min_delay_worst_endpoint "counter[0]" \
    worstMarginPinSlew_ns 0.238 \
    wl_per_cell_um 8.90 \
    avgSynthCellArea_um2 11.6 \
    crit_path_end_kind "primary output" \
    grt_max_degree 10 \
    gr-total-overflow 0 \
    netlist_area_um2 604 \
    clkPwrFrac_pct 42.4 \
    grt_pass1_vias 453 \
    netlist_instances 52 \
    power.internal_uw 439 \
    path_depth 3 \
    hold_start "counter[0]" \
    skew_ns 0.000553 \
    powerDensity_nw_per_um2 532 \
    relSlewSlack_pct 84.1 \
    antenna_found_initial 0 \
    comb_power_share_pct 8.6 \
    largest-register "counter" \
    slowest_stage "mux4_2" \
    fin_util_pct 18.2 \
    cp_data_required_time_ns 1.60 \
    dieWidth_um 95 \
    drive_above_1_share_pct 14.6 \
    htreeDepth 1 \
    power_frac_seq_pct 49.0 \
    r2r_cells 4 \
]
==> power groups by stage <==
| stage | combinational [mW] | clock [mW] | sequential [mW] |
|---|---|---|---|
| after global routing | 0.0491 | 0.243 | 0.259 |
| final | 0.0457 | 0.224 | 0.259 |
| after CTS | 0.0465 | 0.233 | 0.259 |
==> cells by family (layout without fill, tap and decap cells) <==
group	after synthesis	after routing	synth area share, %
buffers and inverters	3	33	3.31
multiplexers	4	4	14.9
XOR/XNOR	12	12	17.4
flip-flops	13	13	43.1
adder cells (fa/ha/maj)	1	1	2.07
AND/OR/NAND/NOR	19	19	19.3
==> how the worst max path moves through the flow <==
stage                       end  slack [ns]       from
CTS           digitToDisplay[0]        0.07  digit3[0]
global route  digitToDisplay[0]        0.04  digit3[0]
finish        digitToDisplay[0]        0.09  digit3[0]
==> final cells by class <==
cell class,count,area [um^2]
fillers,609,4480
multi-input cells,36,324
repair buffers,28,270
flip-flops and latches,13,262
well taps,72,90.1
clock buffers,4,45.0
inverters,1,3.75
==> placed cells by master, fill, tap and decap left out <==
cell type / Yosys / routed
clkdlybuf4s50_1: 0 / 22
dfxtp_1: 13 / 12
xnor2_1: 10 / 10
mux4_2: 4 / 4
nand4_1: 4 / 4
nand3_1: 4 / 4
dlygate4sd2_1: 0 / 4
nand2b_1: 3 / 3
nand2_1: 3 / 3
clkbuf_8: 0 / 3
and4_1: 2 / 2
xor2_1: 2 / 2
buf_4: 0 / 2
inv_1: 1 / 1
and2_1: 1 / 1
and4_4: 1 / 1
or2_2: 1 / 1
ha_1: 1 / 1
clkbuf_1: 0 / 1
dfxtp_2: 0 / 1
==> layer usage <==
layer	vias to the layer above	share of wire, %	global-route usage, %	wire [um]
li1	247	-	-	-
met1	217	47	3.56	644
met2	16	43	4.35	588
met3	0	10	1.60	138
met4	0	0	0.125	0
met5	-	0	0	0
==> cell usage after synthesis <==
cell type | count | area (um^2)
and4_4 | 1 | 11.3
buf_2 | 1 | 5.00
xor2_1 | 2 | 17.5
dfxtp_1 | 13 | 260
and4_1 | 2 | 17.5
inv_1 | 1 | 3.75
nand3_1 | 4 | 20.0
mux4_2 | 4 | 90.1
nand2_1 | 3 | 11.3
nand4_1 | 4 | 25.0
or2_2 | 1 | 6.26
and2_1 | 1 | 6.26
ha_1 | 1 | 12.5
xnor2_1 | 10 | 87.6
buf_6 | 1 | 11.3
nand2b_1 | 3 | 18.8
==> worst register-to-register path: cells and delay by family, from the launching register on <==
| family | cells | cell delay [ns] |
|---|---|---|
| flops | 1 | 0.36 |
| simple gates | 2 | 0.39 |
| xor+xnor | 1 | 0.13 |
| fa+ha+maj | 1 | 0.22 |
==> per-stage QoR <==
| step | std cells | area, um^2 | worst slack (ns) | power (mW) | setup TNS (ns) |
|---|---|---|---|---|---|
| after floorplan | 52 | 604 | 0.652 | 0.271 | 0 |
| after global placement | 150 | 953 | -0.0941 | 0.313 | -0.300 |
| after detailed placement | 150 | 953 | -0.105 | 0.314 | -0.334 |
| after CTS | 154 | 995 | 0.0740 | 0.538 | 0 |
| after global routing | 154 | 995 | 0.0361 | 0.551 | 0 |
| final | 154 | 995 | 0.0879 | 0.529 | 0 |
No activity file was given, so power comes from the tool's default toggle rates.
